<file path="/design/flow/design.v">
`default_nettype none
module encode_digit(
        input logic [3:0] digit,
        input logic hide,
        output logic [0:6] seg);
    assign seg = (hide == 1) ? 0 :
                    (digit == 0) ? 8'b1111110:
                    (digit == 1) ? 8'b0110000:
                    (digit == 2) ? 8'b1101101:
                    (digit == 3) ? 8'b1111001:
                    (digit == 4) ? 8'b0110011:
                    (digit == 5) ? 8'b1011011:
                    (digit == 6) ? 8'b1011111:
                    (digit == 7) ? 8'b1110000:
                    (digit == 8) ? 8'b1111111:
                    (digit == 9) ? 8'b1111011:
                                   8'b1001111;  
endmodule
module inc_minute(
        input logic [3:0] min1,
        input logic [3:0] min2,
        output logic [3:0] out_min1,
        output logic [3:0] out_min2);
    assign out_min1 = (min1 == 9) ? 0 : min1 + 1;
    assign out_min2 = (min1 == 9) ?
        ( (min2 == 5) ? 0 : min2 + 1 )
        : min2;
endmodule
module inc_hour(
        input logic [3:0] hour1,
        input logic [3:0] hour2,
        output logic [3:0] out_hour1,
        output logic [3:0] out_hour2);
    assign out_hour1 =
        (((hour2 != 2)&&(hour1 == 9)) || ((hour2 == 2)&&(hour1 == 3)))
        ? 0 : hour1 + 1;
    assign out_hour2 = 
        ((hour2 == 2) && (hour1 == 3))
        ? 0 : ( (hour1 == 9) ? hour2 + 1 : hour2 );
endmodule
module top(
        input logic clk,
        input logic btn_set,
        input logic btn_inc,
        output logic [0:7] seg,
        output logic [0:3] d);
    logic [23:0] divider = 0;
    logic [3:0] d_rot = 4'b1110;
    logic [5:0] sec = 0;
    logic [3:0] min1 = 0; 
    logic [3:0] min2 = 0;
    logic [3:0] hour1 = 0;
    logic [3:0] hour2 = 0;
    logic [3:0] next_min1;
    logic [3:0] next_min2;
    logic [3:0] next_hour1;
    logic [3:0] next_hour2;
    logic [1:0] current_set = 0;
    logic btn_set_was_pressed = 0;
    logic btn_inc_was_pressed = 0;
    inc_minute im(min1, min2, next_min1, next_min2);
    inc_hour ih(hour1, hour2, next_hour1, next_hour2);
    always_ff @(posedge clk)
    begin
        if(divider[9:0] == 0)
            d_rot <= { d_rot[2:0], d_rot[3] };
        if(divider[14:0] == 0)
        begin
            if(btn_set == 1)
                btn_set_was_pressed <= 1;
            else
            begin
                if(btn_set_was_pressed == 1)
                    current_set <= (current_set == 2)
                                   ? 0 : current_set + 1;
                btn_set_was_pressed <= 0;
            end
            if(btn_inc == 1)
                btn_inc_was_pressed <= 1;
            else
            begin
                if(btn_inc_was_pressed == 1)
                begin
                    if(current_set == 1)
                    begin
                        hour1 <= next_hour1;
                        hour2 <= next_hour2;
                        sec <= 0;
                        divider <= 0;
                    end
                    else if(current_set == 2)
                    begin
                        min1 <= next_min1;
                        min2 <= next_min2;
                        sec <= 0;
                        divider <= 0;
                    end
                end
                btn_inc_was_pressed <= 0;
            end
        end
        if(divider == 12000000)
        begin
            divider <= 0;
            sec <= (sec == 59) ? 0 : sec + 1;
            if(sec == 59)
            begin
                min1 <= next_min1;
                min2 <= next_min2;
                if((min1 == 9) && (min2 == 5))
                begin
                    hour1 <= next_hour1;
                    hour2 <= next_hour2;
                end
            end
        end
        else 
            divider <= divider + 1;
    end  
    assign d = d_rot;
    logic [3:0] disp =
        (d_rot == 4'b1110) ? min1:
        (d_rot == 4'b1101) ? min2:
        (d_rot == 4'b1011) ? hour1:
        (d_rot == 4'b0111) ? hour2:
        13;  
    logic hide_seg = (((current_set == 1) &&
                      ((d_rot == 4'b0111) || (d_rot == 4'b1011))) ||
                     ((current_set == 2) &&
                      ((d_rot == 4'b1101) || (d_rot == 4'b1110)))) &&
                     (sec[0] == 1);
    encode_digit enc1(disp, hide_seg, seg[0:6]);
    assign seg[7] = (d_rot == 4'b1011) && (sec[0] == 1);
endmodule
</file>
<file path="/design/flow/run.sh">
#!/bin/bash
# OpenROAD 26Q1-2900-gdf79404cd8, Yosys 0.63+post, stock flow scripts
make -C /OpenROAD-flow-scripts/flow DESIGN_CONFIG=/design/flow/config.mk WORK_HOME=/design/flow/orfs finish
</file>
<file path="/design/flow/config.mk">
export PLATFORM = sky130hd
export DESIGN_NAME = top
export DESIGN_NICKNAME = top
export VERILOG_FILES = /design/flow/design.v
export SDC_FILE = /design/flow/constraint.sdc
export NUM_CORES = 4
export LEC_CHECK = 1
export CORE_UTILIZATION = 50
</file>
<file path="/design/flow/constraint.sdc">
current_design top

set clk_period 6.2
set clk_io_pct 0.2

create_clock -name clk0 -period $clk_period [get_ports {clk}]

set non_clock_inputs [all_inputs -no_clocks]
set_input_delay [expr $clk_period * $clk_io_pct] -clock clk0 $non_clock_inputs
set_output_delay [expr $clk_period * $clk_io_pct] -clock clk0 [all_outputs]
</file>
==> results.cfg <==
; synthesis and place-and-route metrics
[grt]
grt_pass1_vias = 2009
antenna_found_initial = 0
grt_remaining_overflow = 0
grt_use_total_pct = 20.03
grt_pass1_wl_um = 9418
grt_max_degree = 16

[yosys]
synthesis.area_um2 = 2858
yosysUniqueCellTypes = 57
postSynthSeqShare_pct = 42.73
synth_warnings = 1
synth_flops = 54
yosys_area_um2 = 2858
async_flop_share_pct = 0
ys_cells = 308
synth-main-ff-cell = dfxtp_1
synth-edff-count = 14
syn_avg_cell_area_um2 = 9.278
synthCells = 308

[clock_tree]
cts_resized = 0
cts_tree = built
cts_setup_buffers = 0
clock_latency_ns = 0.30
clk_pin_slew_ns = 0.09
cts_hold_buf = 0
clkSinkCount = 54
clockBufferDepth = 2
htree_num_levels = 2
clockRootBuffer = clkbuf_8
numCtsBuffers = 5

[floorplanning]
rows = 27
io_pins = 15
core_area_um2 = 5507
fp_util_pct = 51.90
chipWidth_um = 77.60
chip_area_um2 = 6022
die_height_um = 77.60

[worst_setup_path]
critPathLaunchType = register
critical_path_class = reg -> out
crit_slowest_cell = edfxtp_1
path_cells = nand2b_1 > o22a_1 > o22ai_1 > inv_1 > maj3_1 > a21oi_1 > clkdlybuf4s50_1
r2r-start = divider[0]
rr_worst_depth = 9
setup.worst_path.end_class = output port
worstPathArrival_ns = 2.83
cp_data_required_time_ns = 4.96
cp_max_fo = 11
r2r_end = hour1[2]
max_stage_delay_ns = 0.54
r2r_slack_ns = 3.92

[layout]
final_cell_mix = 40 x dfxtp_1, 36 x nor2_1, 27 x nand2_1
lay_top_count = dfxtp_1
area_growth_pct = 10.33
drive_gt1_share_pct = 6.442
nFillCells = 481
fin_util_pct = 57.26

[flow_run]
drv_cap = 0
warnings = 29

[route]
vias_per_cell = 5.369
dr.pass1.iters = 4
routedWlPerCell_um = 12.98
antenna-diode-count = 0
vias = 2137
drt_iter0_drc = 82
antenna_left = 0
drc = 0
routed_wl_um = 5167

[placement]
hpwl_um = 3778
io_buffers = 14
place_congestion = 0.7940

[power_and_ir_drop]
power.total_w = 0.0005495
p_leak_nw = 1.173
peakVddDrop_uv = 132.0
power_density_nw_per_um2 = 174.3

[min_path]
worstHoldStart = divider[18]
hold_path_class = reg -> reg
min_path_cells = 1
holdPathEnd = divider[18]

[sta]
setup_viol_count_final = 0
worst_slew_pin_slew_ns = 0.8647
fin_crit_ns = 4.068
fmaxAchievable_mhz = 245.8
hold_ws_ns = 0.4810
relSlewSlack_pct = 42.35
hold_viol_final = 0
min_period_over_period_pct = 65.61
clock_skew_ns = 0.004911
setup_tns_ns = 0
slew_viol_final = 0
rsz0062_at_grt = no

[status]
status = finished, final reports clean
-- cells by family (layout without fill, tap and decap cells) --
group,count (synthesis),in the layout,synth area share (%)
AOI/OAI and AO/OA,47,47,10.46
xor gates and xnor gates,32,32,9.807
adders and majority gates,10,10,4.291
buffers and inverters,22,40,3.196
DFF,54,54,42.73
muxes,3,3,1.138
and+or+nand+nor,140,140,28.37
-- area by class of cell --
type / count / area (um2) / share of cell area, %
clock inverter: 2 / 8.758 / 0.2778
timing repair buffer: 16 / 155.1 / 4.921
inverter: 16 / 60.06 / 1.905
clock buffer: 6 / 72.57 / 2.302
multi-input combinational: 232 / 1545 / 49.01
tap: 72 / 90.09 / 2.857
sequential: 54 / 1221 / 38.73
-- flip-flops by register name (all words and copies together) (netlist names), 2 cells and up --
register and cells:
current_set 2, d_rot 4, divider 24, hour1 4, hour2 4, min1 4, min2 4, sec 6
-- through the flow --
step                      instances  setup WS, ns  instance area, um2
after floorplan                 308         3.134                2858
after global placement          390         2.522                3072
after detailed placement        390         2.481                3072
after CTS                       398         2.130                3153
after global routing            398         1.920                3153
final                           398         2.132                3153
-- cell usage after synthesis (3+ instances only) --
master    count  share of area (%)
nand2b_1      6                1.3
a21oi_1      12                2.1
nor3_1        5               0.88
o22a_1        4                1.2
nand4_1       8                1.8
clkbuf_1      4               0.53
o31ai_1       3               0.79
inv_1        16                2.1
nor3b_1       3               0.79
nor2_1       36                4.7
dfxtp_1      40                 28
o21ai_0      11                1.9
edfxtp_1     14                 15
xor2_1       16                4.9
nor2b_1       6                1.3
o22ai_1       3               0.66
nand3_1      16                2.8
a21o_1        3               0.79
nand2_1      27                3.5
ha_1          9                3.9
xnor2_1      16                4.9
-- where the power goes --
group	total, W	switching [W]	leakage (nW)	internal, W
Sequential	0.000359	0	0.480	0.000359
Combinational	0.00000203	0.000000686	0.650	0.00000134
Clock	0.000188	0.000110	0.0426	0.0000780
-- metal layers --
metal / vias to the layer above / track usage (%) / wire length (um)
met5: - / 0 / 0
met1: 976 / 32.59 / 2620
met3: 7 / 3.106 / 121
met2: 24 / 30.27 / 2346
met4: 0 / 2.453 / 78
li1: 1130 / - / -
-- how the worst max path moves through the flow --
stage             to  cells after the start  slack (ns)     start
CTS           seg[5]                      7        2.13  d_rot[0]
global route  seg[5]                      7        1.92  d_rot[0]
finish        seg[5]                      7        2.13  d_rot[0]
-- worst max-delay path: cells and delay by family, from the launching register on --
| kind | cells | cell delay (ns) |
|---|---|---|
| buffers and inverters | 2 | 0.57 |
| DFF | 1 | 0.54 |
| adders and majority gates | 1 | 0.36 |
| and+or+nand+nor | 1 | 0.24 |
| AOI/OAI and AO/OA | 3 | 0.83 |
Power and IR drop assume default switching activity.
